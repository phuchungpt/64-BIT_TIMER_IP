===== flow/run.sh =====
#!/bin/bash
# OpenROAD 26Q1-2900-gdf79404cd8, Yosys 0.63+post, stock flow scripts
make -C /OpenROAD-flow-scripts/flow DESIGN_CONFIG=/design/flow/config.mk WORK_HOME=/design/flow/orfs finish

===== flow/config.mk =====
export PLATFORM = sky130hd
export DESIGN_NAME = counter
export DESIGN_NICKNAME = counter
export VERILOG_FILES = /design/flow/design.v
export SDC_FILE = /design/flow/constraint.sdc
export NUM_CORES = 4
export LEC_CHECK = 1
export CORE_UTILIZATION = 40

===== flow/constraint.sdc =====
current_design counter

set clk_period 13.1
set clk_io_pct 0.2

create_clock -name clk0 -period $clk_period [get_ports {clk}]

set non_clock_inputs [all_inputs -no_clocks]
set_input_delay [expr $clk_period * $clk_io_pct] -clock clk0 $non_clock_inputs
set_output_delay [expr $clk_period * $clk_io_pct] -clock clk0 [all_outputs]

===== flow/design.v =====
module counter
(
  input wire        clk        , 
  input wire        rst_n      , 
  input wire [3:0]  pstrb      , 
  input wire [31:0] wdata      , 
  input wire        cnt_en     , 
  input wire        cnt_clr    , 
  input wire        tdr0_wr_sel, 
  input wire        tdr1_wr_sel, 
  output reg [63:0] cnt 
); 
  always @(posedge clk or negedge rst_n) begin 
   if(!rst_n)
	  cnt        <= 64'h0; 
   else if (cnt_clr) 
          cnt        <= 64'h0; 
	else if (tdr1_wr_sel) begin 
	  cnt[63:56] <= (pstrb[3])? wdata[31:24]: cnt[63:56]; 
	  cnt[55:48] <= (pstrb[2])? wdata[23:16]: cnt[55:48]; 
	  cnt[47:40] <= (pstrb[1])? wdata[15:8] : cnt[47:40]; 
	  cnt[39:32] <= (pstrb[0])? wdata[7:0]  : cnt[39:32]; 
	end else if(tdr0_wr_sel) begin 
	  cnt[31:24] <= (pstrb[3])? wdata[31:24]: cnt[31:24]; 
	  cnt[23:16] <= (pstrb[2])? wdata[23:16]: cnt[23:16]; 
	  cnt[15:8]  <= (pstrb[1])? wdata[15:8] : cnt[15:8] ; 
	  cnt[7:0]   <= (pstrb[0])? wdata[7:0]  : cnt[7:0]  ; 
	end else if(cnt_en)
	  cnt        <= cnt + 1'b1; 
	else 
	  cnt        <= cnt; 
  end 
endmodule 

==> results.json <==
{
  "status": "finished clean",
  "slowest_stage": "nor3b_2",
  "syn_area_mm2": 0.00502,
  "rows": 40,
  "vias": 5764,
  "period_needed_ns": 4.79,
  "start_kind": "input port",
  "p_sw_mw": 0.173,
  "seqCellArea_mm2": 0.00160,
  "dieHeight_um": 114,
  "antenna_found_initial": 0,
  "clkLatencyLatePin_ns": 0.35,
  "ys_cells": 629,
  "clock_path_buffers": 2,
  "synth_seq_share": 0.319,
  "top_register": "cnt",
  "placed_cells": 877,
  "cp.depth": 8,
  "combGateArea_mm2": 0.00324,
  "warnings": 25,
  "synth.distinct_cells": 68,
  "cts_tree": "yes",
  "viasPerCell": 6.46,
  "max-slew-margin-rel": 0.298,
  "drtPass1Iterations": 5,
  "ctsHoldBuffers": 0,
  "place_ws_ns": 7.98,
  "area_growth_pct": 29.8,
  "cts_buffers": 9,
  "drt_drc_violations_left": 0,
  "gp_congestion": 0.950,
  "final_max_slew_viol_count": 0,
  "syn_avg_cell_area_um2": 7.99,
  "cp_common_cell": "buf_4",
  "cts_repair_resize_count": 0,
  "timing.setup.tns_ns": 0,
  "p_int_mw": 0.438,
  "synth-async-reset-ratio": 1.00,
  "cts.sinks": 64,
  "grt_setup_unrepaired": "false",
  "layout_top_cells": "clkdlybuf4s50_1 (103), nand2_1 (76), dfrtp_1 (64), nor2_1 (48)",
  "top_area_frac": 0.319,
  "finalPower_mw": 0.612,
  "place_area_mm2": 0.00621,
  "postRouteAntennaNets": 0,
  "rrSetupSlack_ns": 10.28,
  "die_w_um": 114,
  "reg2regPathDepth": 6,
  "synth_flops": 64,
  "timing.hold.ws_ns": 0.577,
  "track_usage": 0.313,
  "chipArea_mm2": 0.0130,
  "setup_viol": 0,
  "path_max_fanout": 37,
  "share_seq_of_total_power": 0.395,
  "layout_top_cell": "clkdlybuf4s50_1",
  "fin_ws_ns": 8.31,
  "htreeDepth": 3,
  "ys_warn_count": 1,
  "setup.worst_path.start": "tdr1_wr_sel",
  "final_cells": 892,
  "largest_register_ffs": 64,
  "clock.fmax_mhz": 209,
  "ios": 106,
  "port-buffer-count": 105,
  "end_kind": "register",
  "worstPathRequired_ns": 13.32,
  "clk_pin_slew_ns": 0.06,
  "final_hold_viol_count": 0,
  "p_comb_frac": 0.190,
  "drive_gt1_frac": 0.0829,
  "p_leak_nw": 2.51,
  "core_mm2": 0.0121,
  "critPathTopFamily": "simple AND/OR/NAND/NOR gates",
  "grt_pass1_wl_um": 30300,
  "max_cap_viol_count": 0,
  "r2r_start": "cnt[0]",
  "r2r_end": "cnt[48]",
  "fp-utilization": 0.415,
  "cp_cell_sequence": "clkdlybuf4s50_1 -> buf_4 -> nor3b_2 -> a211oi_1 -> buf_4 -> nor4b_1 -> a21oi_1 -> or3b_1",
  "critPathKind": "in2reg",
  "max_stage_delay_ns": 0.50,
  "min_path_type": "reg2reg",
  "fin_skew_ns": 0.0105,
  "dp_hpwl_um": 14000,
  "period_used_share": 0.366,
  "cts_setup_buffers": 0,
  "initialDrtViolationCount": 576,
  "synth_top_cell_by_area": "dfrtp_1",
  "tightestPinTransition_ns": 1.05,
  "synthTopCellsByArea": "dfrtp_1 (32%), nand2_1 (5.7%), a22o_1 (4.7%)",
  "final_util": 0.538,
  "pwr-share-clk": 0.414,
  "ys_chip_area_mm2": 0.00502,
  "p_per_area_mw_per_mm2": 93.8,
  "overflow": 0,
  "critPathCapture": "cnt[59]",
  "antenna-diode-count": 0,
  "syn_inst": 629,
  "path_buffers": 3,
  "wl_per_cell_um": 21.9,
  "wirelength_um": 19500,
  "edf_count": 0,
  "ff_type": "dfrtp_1",
  "grt_max_degree": 72,
  "root_buffer": "clkbuf_16",
  "fin_area_mm2": 0.00652,
  "cp.arrival_ns": 5.01,
  "grt_pass1_vias": 5174,
  "switching_share": 0.284,
  "nFillCells": 1151,
  "peakVddDrop_mv": 0.0675,
  "top_regs": "cnt x64"
}
cell usage after synthesis (4+ instances only):
master / instances
or4_1: 8
dfrtp_1: 64
mux2i_1: 4
nand3b_1: 5
nor4_1: 22
a22o_1: 27
nand2b_1: 5
buf_1: 5
or3_1: 9
a21oi_1: 33
a21bo_2: 5
and3_1: 22
a31o_2: 4
nor4_2: 4
o211ai_1: 6
nor2_1: 48
o31ai_1: 16
a32oi_1: 7
clkbuf_1: 24
and2_1: 10
o41ai_1: 5
inv_1: 6
nor3_1: 21
and4_1: 12
nand2_1: 76
o21ai_0: 35
nand3_1: 35
nand4_1: 29
buf_2: 5
nor2b_1: 4
o22ai_1: 8
a31oi_1: 7
power groups by stage:
stage | clock [mW] | combinational (mW) | sequential, mW
finish | 0.253 | 0.116 | 0.242
CTS | 0.258 | 0.116 | 0.241
global route | 0.265 | 0.127 | 0.245
layer usage:
layer  GRT usage  part of all wire  vias up
met4      0.0416             0.014        0
met2       0.460              0.45      316
met5           0                 0        -
met3      0.0971              0.11       20
li1            -                 -     2645
met1       0.475              0.43     2783
kinds of logic after synthesis:
group           count (synthesis)  synth area share
simple gates                  333             0.378
xor+xnor                        2           0.00349
flops                          64             0.319
mux                             4           0.00797
fa+ha+maj                       1           0.00249
buf+inv                        44            0.0373
compound gates                181             0.252
worst min path at each step:
stage | cells past startpoint | startpoint | end
4_1_cts | 2 | cnt[1] | cnt[1]
5_1_grt | 1 | cnt[0] | cnt[0]
6_report | 2 | cnt[1] | cnt[1]
final cells by class:
type,count,share of cell area
timing repair buffer,118,0.175
sequential,64,0.246
inverter,6,0.00345
tap,168,0.0322
multi-input combinational,521,0.497
clock buffer,12,0.0409
clock inverter,3,0.00614
worst register-to-register path, cell delays in order (launching register included):
cell and delay [ns]:
dfrtp_1 0.44, ha_1 0.26, and4_2 0.25, nand4_1 0.66, nor4_2 0.75, a32oi_1 0.18, o21ai_0 0.20
Power and IR drop assume default switching activity.

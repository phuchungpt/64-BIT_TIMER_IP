==> ./design.v <==
module register 
(
  input  wire        clk    ,  
  input  wire        rst_n  ,    
  input  wire [11:0] addr   , 
  input  wire [31:0] wdata  , 
  input  wire [3:0]  pstrb  , 
  output reg  [31:0] rdata  ,
  input  wire wr_en         ,
  input  wire rd_en         ,
  input  wire tim_pready    ,
  input  wire int_st        , 
  output reg  int_en        ,
  output wire tisr_wr_sel   ,
  output reg  [63:0] tcmp   , 
  input  wire halt_ack      ,
  output reg  div_en        ,
  output reg  [3:0] div_val , 
  output reg  timer_en      ,
  output reg  halt_req      , 
  input  wire [63:0] cnt    ,
  output wire tdr0_wr_sel   , 
  output wire tdr1_wr_sel   , 
  output wire cnt_clr  
); 
  reg  error           ; 
  reg  timer_en_delayed; 
  wire error1, error2  ;
  wire tcr_wr_sel      ; 
  parameter ADDR_TCR   = 12'h00; 
  parameter ADDR_TDR0  = 12'h04; 
  parameter ADDR_TDR1  = 12'h08; 
  parameter ADDR_TCMP0 = 12'h0C; 
  parameter ADDR_TCMP1 = 12'h10; 
  parameter ADDR_TIER  = 12'h14; 
  parameter ADDR_TISR  = 12'h18; 
  parameter ADDR_THCSR = 12'h1C; 
  always @(posedge clk or negedge rst_n) begin 
    if(!rst_n) begin 
	   div_val  <= 4'b0001; 
	   div_en   <= 1'b0   ; 
	   timer_en <= 1'b0   ;
	   tcmp     <= 64'hFFFF_FFFF_FFFF_FFFF; 
	   int_en   <= 1'b0   ; 
	   halt_req <= 1'b0   ; 
	 end else if(wr_en) begin 
	   case(addr) 
		  ADDR_TCR: begin 
		    if(!error) begin 
			div_val            <= (pstrb[1])? wdata[11:8]: div_val           ;
			{div_en, timer_en} <= (pstrb[0])? wdata[1:0] : {div_en, timer_en};
		    end 
		  end 
		  ADDR_TCMP0: begin 
		    tcmp[31:24] <= (pstrb[3])? wdata[31:24]: tcmp[31:24];
		    tcmp[23:16] <= (pstrb[2])? wdata[23:16]: tcmp[23:16];
		    tcmp[15:8]  <= (pstrb[1])? wdata[15:8] : tcmp[15:8] ;
		    tcmp[7:0]   <= (pstrb[0])? wdata[7:0]  : tcmp[7:0]  ;
		  end  
		  ADDR_TCMP1: begin 
		    tcmp[63:56] <= (pstrb[3])? wdata[31:24]: tcmp[63:56];
		    tcmp[55:48] <= (pstrb[2])? wdata[23:16]: tcmp[55:48];
		    tcmp[47:40] <= (pstrb[1])? wdata[15:8] : tcmp[47:40];
	            tcmp[39:32] <= (pstrb[0])? wdata[7:0]  : tcmp[39:32];
		  end 
		  ADDR_TIER : int_en   <= (pstrb[0])? wdata[0]: int_en  ; 
		  ADDR_THCSR: halt_req <= (pstrb[0])? wdata[0]: halt_req;
		  default   : begin 
		    div_val  <= div_val ; 
			 div_en   <= div_en  ; 
			 timer_en <= timer_en; 
			 tcmp     <= tcmp    ; 
			 int_en   <= int_en  ; 
			 halt_req <= halt_req; 
		  end  
		endcase 
	 end 
  end 
  always @(*) begin 
   if(rd_en) begin 
	  if(tim_pready) begin 
	    case(addr)
		   ADDR_TCR  : rdata <= {20'h0, div_val, 6'h0, div_en, timer_en};  
			ADDR_TDR0 : rdata <= cnt[31:0] 				; 
			ADDR_TDR1 : rdata <= cnt[63:32]				;
			ADDR_TCMP0: rdata <= tcmp[31:0]				;
			ADDR_TCMP1: rdata <= tcmp[63:32]			;
		    ADDR_TIER : rdata <= {31'h0, int_en}			;
			ADDR_TISR : rdata <= {31'h0, int_st}			;
			ADDR_THCSR: rdata <= {30'h0, halt_ack, halt_req}	;
			default   : rdata <= 32'h0				;
		 endcase 
	  end 
	end else begin 
	      rdata <= 32'h0; 
	end 
  end 
  assign tdr0_wr_sel = wr_en & (addr == ADDR_TDR0); 
  assign tdr1_wr_sel = wr_en & (addr == ADDR_TDR1);
  assign tisr_wr_sel = wr_en & (addr == ADDR_TISR);
  assign tim_pslverr = tim_pready & error        ; 
  assign tcr_wr_sel  = wr_en & (addr == ADDR_TCR); 
  assign error1 = (pstrb[0])? wdata[1]    ^ div_en  : 1'b0; 
  assign error2 = (pstrb[1])? wdata[11:8] ^ div_val : 1'b0;
  always @(*) begin 
    if(tdr_wr_sel) begin 
	   if(wdata[11:8] > 4'b1000)
		  error <= (pstrb[1])? 1'b1: 1'b0; 
	   else if(timer_en)
		  error <= error1 | error2;
	   else 
		  error <= 1'b0; 
    end else 
                  error <= 1'b0; 
  end 
  always @(posedge clk or negedge rst_n) begin 
    if(!rst_n)
	   timer_en_delayed <= 1'b0; 
	 else 
	   timer_en_delayed <= timer_en; 
  end 
  assign cnt_clr = timer_en_delayed & ~timer_en; 
endmodule
==> ./run.sh <==
#!/bin/bash
# OpenROAD 26Q1-2900-gdf79404cd8, Yosys 0.63+post, stock flow scripts
make -C /OpenROAD-flow-scripts/flow DESIGN_CONFIG=/design/flow/config.mk WORK_HOME=/design/flow/orfs finish
==> ./config.mk <==
export PLATFORM = sky130hd
export DESIGN_NAME = register
export DESIGN_NICKNAME = register
export VERILOG_FILES = /design/flow/design.v
export SDC_FILE = /design/flow/constraint.sdc
export NUM_CORES = 4
export LEC_CHECK = 1
export CORE_UTILIZATION = 50
==> ./constraint.sdc <==
current_design register

set clk_period 3.8
set clk_io_pct 0.2

create_clock -name clk0 -period $clk_period [get_ports {clk}]

set non_clock_inputs [all_inputs -no_clocks]
set_input_delay [expr $clk_period * $clk_io_pct] -clock clk0 $non_clock_inputs
set_output_delay [expr $clk_period * $clk_io_pct] -clock clk0 [all_outputs]
==> Slide: Implementation Results <==
Key Metrics from the Run

Logic synthesis
  • Syn Inst Count: 370
  • Yosys cell types: 34
  • Synth Warn #: 4
  • Synth flops: 105
  • YS chip area: 0.004707 mm2
  • Largest cells by area: dfstp_2, mux2_2, dlxtn_1
  • Synth cell count leaders: mux2_2, dfstp_2, dlxtn_1, a22oi_1, a22o_1
  • Basic Gates by Area: 9.596%
  • Top_reg_cell synth: dfstp_2
  • Count of library flops with an enable pin: 0
  • Yosys xor share: 0%
  • Syn Area/Cell: 12.72 um2
  • Post-synth ARST share: 69.52%
  • Cell type with the largest total area: dfstp_2
  • Ys cells: 370
  • Synth mux share: 26.87%
  • Aoi share: 10.39%
  • Synth top area share: 36.28%
  • Post-synth design cell area: 0.004707 mm2
  • Top-count cell post-synth: mux2_2
  • Post-Synth Adder-Cell Area: 0%
  • Comb area leader: multiplexers

Floorplan
  • FP Core Util: 51.18%
  • Total die size: 0.009806 mm2
  • Core ar.: 0.009196 mm2
  • Chip height: 99.03 um
  • Io pins: 227
  • Die X: 99.03 um
  • Row cnt: 35

Clock network
  • Post-cts resize count: 0
  • CTS Hold Bufs: 0
  • Clk root buf: clkbuf_8
  • CTS tree: done
  • Clk latency late pin: 0.33 ns
  • H-tree lvl count: 3
  • Clock-pin slew on the worst setup and hold paths: 0.08 ns
  • Clock Tree Buf Depth: 2
  • Clock buffer count from CTS: 9
  • Post-CTS setup buffer count: 0

Timing
  • Maximum clock frequency: 280.1 MHz
  • Final clock skew: 0.00002226 ns
  • Setup TNS: 0 ns
  • Final setup viols: 0
  • Slew headroom: 44.07%
  • Period utilization: 93.95%
  • Endpoints left unconstrained: 64
  • RSZ-0062 raised after global routing: false
  • Register pins left without a clock: 32
  • Slew @ Worst Pin: 0.8370 ns
  • Hold Fails Final Rpt: 0
  • Fin crit period: 3.570 ns
  • Max Slew Vio Count: 0

Power
  • Max VDD drop: 0.0002023 V
  • Pwr/cell area: 221.9 mW/mm2
  • Clock group share of total power: 34.8%
  • Register share of total power: 49.5%
  • Psw: 359.9 uW
  • Power Internal: 1250 uW
  • Leak Pwr: 0.002880 uW
  • Logic pwr share: 15.8%
  • Net Sw Frac: 22.35%

GRT
  • Largest net degree at the start of global routing: 39
  • Vias in the first global route: 4,020
  • Total GRT Usage: 29.47%
  • GRT Residual Overflow: 0
  • Initial antenna violation count: 0
  • First-pass GRT wire length: 21,250 um

Routing
  • # diodes: 0
  • Initial DRC Count: 138
  • Post-route ant nets: 0
  • Final wirelength: 13,520 um
  • Routed vias: 3,961
  • DR vias/cell: 5.603
  • Wire per inst: 19.12 um
  • 1st-pass router iterations: 5
  • DRC errors left: 0

Critical path
  • Crit Path Max Fanout: 5
  • Worst-path cell chain: clkdlybuf4s50_1, or4_4, or3_4, nor2_1, clkdlybuf4s50_1
  • Crit end category: output pin
  • Critical Path RT: 3.04 ns
  • Cell mode on critical path: clkdlybuf4s50_1
  • Slowest CP cell: or4_4
  • Critical path class: in2out
  • WP buf/inv: 2
  • CP top delay family: simple AND/OR/NAND/NOR gates
  • Critical path launch point type: input port
  • Max incr delay on CP: 0.61 ns
  • Data arrival, critical path: 2.81 ns

Placement
  • Post-DP HPWL: 10,010 um
  • Placed insts: 692
  • Gpl congestion: 0.8607
  • # port buffers: 226

Job
  • Max cap viols: 0
  • OpenROAD warnings: 26

Cells and area
  • Post-route insts no fill: 707
  • Share of layout cells above drive strength 1: 34.90%
  • Fill cells: 574
  • Synth-to-Final Area Change: 54.15%

Run status
  • Status: complete, no violations

Min path
  • Hold Crit Class: in2async
-- worst paths after layout --
kind	depth (start not counted)	start	slack (ns)	to
worst max-delay path	5	addr[9]	0.23	tisr_wr_sel
worst min-delay path	1	rst_n	0.38	div_en$_DFFE_PN0P_
worst max register to register	1	timer_en$_DFFE_PN0P_	2.99	timer_en$_DFFE_PN0P_
worst min register to register	0	timer_en$_DFFE_PN0P_	0.45	timer_en_delayed$_DFF_PN0_
max in group asynchronous	2	rst_n	2.54	tcmp[20]$_DFFE_PN1P_
min in group clk0	0	timer_en$_DFFE_PN0P_	0.45	timer_en_delayed$_DFF_PN0_
-- cells in the final DEF (no fill, tap or decap), types with 2 or more instances in the layout --
cell type	count
a2bb2oi_1	2
nor2b_2	2
clkbuf_1	2
mux2i_1	6
o22a_1	2
buf_2	2
nor3_1	3
nand3_1	3
mux2_2	99
nor2b_1	16
nand4_1	2
nand2b_1	2
buf_4	12
nor4_4	3
dfstp_2	65
a22oi_1	28
nor2_1	19
nand2_1	2
a22o_1	26
clkdlybuf4s50_1	223
dfrtp_1	8
clkbuf_8	9
a21oi_1	2
or3_1	2
nand4_2	3
mux4_2	4
dlxtn_1	32
clkinv_2	3
and3_1	6
-- logic make-up after synthesis --
logic type / after synthesis
mux: 109
buf+inv: 26
simple gates: 69
flops: 73
latches: 32
compound gates: 61
-- registers in the layout, summed over array words and instances (netlist names) --
register,count
div_en,1
int_en,1
div_val,4
tcmp,64
halt_req,1
rdata,32
timer_en,1
timer_en_delayed,1
-- layout make-up --
type | instances | area [um2] | area share, %
Clock buffer | 11 | 131.4 | 1.811
Clock inverter | 4 | 45.04 | 0.6208
Tap cell | 111 | 138.9 | 1.914
Multi-Input combinational cell | 239 | 2220 | 30.59
Timing Repair Buffer | 237 | 2332 | 32.14
Sequential cell | 105 | 2389 | 32.92
-- power by group through the flow --
stage                 logic, uW  registers [uW]  clock network, uW
final                       254             796                560
after global routing        273             796                611
after CTS                   256             796                577
-- per-stage QoR --
step	area (um2)	hold slack, ns	util, %	setup slack [ns]	total power (uW)
after floorplan	4707	0.3852	-	0.9322	892.4
after global placement	7079	0.4339	76.98	0.2323	1061
after detailed placement	7079	0.4387	76.98	0.2196	1063
after CTS	7256	0.3679	78.90	0.2206	1629
after global routing	7256	0.3941	78.90	0.1822	1680
final	7256	0.3758	78.90	0.2298	1610
-- per-layer routing --
metal	track usage, %	wire length (um)	share of wire (%)	vias to the layer above
li1	-	-	-	1823
met4	4.592	213	1.6	0
met2	49.11	6692	50	198
met1	42.04	5504	41	1922
met3	7.071	1107	8.2	18
met5	0	0	0	-
No activity file was given, so power comes from the tool's default toggle rates.

==> flow/config.mk <==
export PLATFORM = sky130hd
export DESIGN_NAME = counter_control
export DESIGN_NICKNAME = counter_control
export VERILOG_FILES = /design/flow/design.v
export SDC_FILE = /design/flow/constraint.sdc
export NUM_CORES = 4
export LEC_CHECK = 1
export CORE_AREA = 10 10 78 78
export DIE_AREA = 0 0 88 88
==> flow/constraint.sdc <==
current_design counter_control

set clk_period 4.7
set clk_io_pct 0.2

create_clock -name clk0 -period $clk_period [get_ports {clk}]

set non_clock_inputs [all_inputs -no_clocks]
set_input_delay [expr $clk_period * $clk_io_pct] -clock clk0 $non_clock_inputs
set_output_delay [expr $clk_period * $clk_io_pct] -clock clk0 [all_outputs]
==> flow/design.v <==
module counter_control 
(
  input wire       clk     , 
  input wire       rst_n   , 
  input wire       dbg_mode, 
  input wire       timer_en, 
  input wire       div_en  , 
  input wire [3:0] div_val , 
  input wire       halt_req, 
  output reg       halt_ack, 
  output reg       cnt_en  
); 
  reg [7:0] limit      ; 
  reg [7:0] cnt_tmp    ; 
  wire      paused     ; 
  wire      cnt_en_tmp1; 
  wire      cnt_en_tmp2; 
  wire      cnt_en_tmp3;
  wire      cnt_en_tmp ; 
  assign paused = dbg_mode & halt_req; 
  always @(*) begin 
    case(div_val) 
	   4'b0000: limit = 8'd0  ; 
	   4'b0010: limit = 8'd3  ;
           4'b0011: limit = 8'd7  ;
	   4'b0100: limit = 8'd15 ;
	   4'b0101: limit = 8'd31 ;
	   4'b0110: limit = 8'd63 ;
	   4'b0111: limit = 8'd127;
	   4'b1000: limit = 8'd255;
	   default: limit = 8'd1  ; 
    endcase 
  end 
  always @(posedge clk or negedge rst_n) begin 
    if(!rst_n) 
	   cnt_tmp <= 8'h0; 
	 else if(paused)
	   cnt_tmp <= cnt_tmp;
	 else 
	   cnt_tmp <= (timer_en & div_en)? (cnt_tmp == limit)? 8'h0:cnt_tmp + 1'b1 : 8'h0; 
  end 
  always @(posedge clk or negedge rst_n) begin 
    if(!rst_n)
	   halt_ack <= 1'b0; 
	 else 
	   halt_ack <= paused; 
  end 
  assign cnt_en_tmp1 = ~div_en & timer_en; 
  assign cnt_en_tmp2 = (div_val == 4'b0) & div_en & timer_en; 
  assign cnt_en_tmp3 = (div_val != 4'b0) & timer_en & cnt_tmp == limit; 
  assign cnt_en_tmp  = cnt_en_tmp1 || cnt_en_tmp2 || cnt_en_tmp3; 
  assign cnt_en = cnt_en_tmp & !paused; 
endmodule
==> flow/run.sh <==
#!/bin/bash
# OpenROAD 26Q1-2900-gdf79404cd8, Yosys 0.63+post, stock flow scripts
make -C /OpenROAD-flow-scripts/flow DESIGN_CONFIG=/design/flow/config.mk WORK_HOME=/design/flow/orfs finish
==> out/qor.csv <==
metric;value;unit
aggregate global-route resource usage;4.75;%
number of primary I/O pins;12;
buffers inserted during post-CTS setup optimization;0;
crit path max fanout;7;
proportion of register bits with asynchronous set or reset after synthesis;100;%
via count of the first global-routing pass;697;
wire per inst;11.6;um
final total power;212;uW
Cells after Synth;95;
buffers from clock root to sink, at most;2;
tally of OpenROAD warnings;25;
grt total ovfl;0;
Cell variety after synth;36;
clock insertion delay at the later pin of the skew report;0.23;ns
iteration tally of the first detailed-router pass;4;
share of cells above drive strength 1;11.0;%
post-synth area from yosys stat;733;sq um
Max stage delay cell, worst path;or4b_1;
Die Width;88;um
reported leakage power;0.351;nW
floorplan die area;0.00774;sq mm
detail-routed via count per cell;4.55;
Placed Cells;157;
standard cell area after detailed placement;921;sq um
last element of the critical path;cnt_en;
final slew viol count;0;
initial core utilization;16.6;%
H-Tree Level Count;1;
Placement Rows;24;
initial antenna violation count;0;
top logic cells by instance count in the layout;15 x nand2_1, 11 x clkdlybuf4s50_1, 9 x dfrtp_1;
Worst Setup Path Type;primary input to output pin;
unrepaired setup endpoints after global routing;false;
Max Cap Viol;0;
period utilization;94.1;%
final worst path period need;4.42;ns
largest net degree at the start of global routing;12;
Sw Pwr;53.1;uW
filler instances;472;
vias after detailed routing;733;
Gates resized, CTS repair;0;
register clock-pin slew on the reported worst setup and hold paths;0.05;ns
largest stage delay on the critical path;0.59;ns
Sequential Power Share;38.6;%
critical path capture point type;output pin;
starting DRC count in detailed routing;56;
Setup Viol. Count Final;0;
Net Sw Frac;25.0;%
path depth of the worst reg2reg path;7;
slack of the worst reg-to-reg path;2.78;ns
clock root buffer;clkbuf_8;
outcome;complete, no violations;
number of enable-type register cells in the synthesized netlist;0;
relative max-transition margin;73.0;%
placeable core region;0.00441;sq mm
DRC viols;0;
most used flip-flop cell;dfrtp_1;
final weighted congestion of routability-driven global placement;0.858;
CTS tree;built;
Worst path most repeated cell;clkdlybuf4s50_1;
Mapped Avg Cell Area;7.72;sq um
total power per unit cell area;220;mW/mm^2
launch instance of the worst register-to-register path;cnt_tmp[2];
total length of routed wires;1860;um
wire length of the first global-routing pass;3080;um
Worst Path Required;3.76;ns
combinational power share;18.9;%
Crit path arrival time;3.48;ns
number of hold violations in the final report;0;
cell breakdown of the critical path;clkdlybuf4s50_1 > or4b_1 > a21oi_1 > a311oi_1 > or3_4 > o211ai_1 > and3_1 > clkdlybuf4s50_1;
Max Clk Rate;226;MHz
Hold/Removal Path Class;flop to flop;
setup clock skew after layout;0.00272;ns
number of warnings reported in the yosys synthesis log;2;
sum of negative setup slack;0;ns
maximum vdd ir drop;0.0814;mV
DP Wirelength;1460;um
crit path launch type;primary input;
post-synthesis instance area;733;sq um
most used logic cell in the final layout;nand2_1;
final antenna-violating net count;0;
die boundary height;88;um
number of cell instances after yosys synthesis;95;
CTS buffer count;3;
Internal Power;159;uW
clock power share;42.5;%
actual slew at the worst max-slew pin;0.404;ns
number of diodes;0;
Seq cells post-synth;9;
port bufs;11;
origin of the worst setup path;div_val[2];
final cell count without fillers;161;
sequential cell area fraction in the yosys report;30.7;%
capturing point of the worst reg2reg path;cnt_tmp[5];
sink count of the clock tree;9;
count of hold-fix buffers inserted at cts;0;
Layout Cell Area excl Fill;966;sq um
signed area change from the synthesized netlist to the final layout;31.7;%
-- power groups by stage --
| stage | registers [mW] | clock network [mW] | logic, mW |
|---|---|---|---|
| 6_report | 0.0820 | 0.0902 | 0.0401 |
| 4_1_cts | 0.0820 | 0.0929 | 0.0405 |
| 5_1_grt | 0.0823 | 0.0971 | 0.0442 |
-- per-layer routing --
layer	wire, um	global-route usage (%)	vias up
li1	-	-	374
met1	774	5.23	344
met2	949	8.86	11
met3	76	0.935	4
met4	61	1.45	0
met5	0	0	-
-- critical path: cells and delay by family --
family,cells,cell delay (ns)
AND-OR/OR-AND,3,0.36
AND/OR/NAND/NOR,3,1.20
buffers and inverters,2,0.97
-- registers in the layout (all words and copies together) (netlist names) --
register and flops:
cnt_tmp 8, halt_ack 1
-- how the worst min path moves through the flow --
stage	from	to	slack [ns]	depth (start not counted)
4_1_cts	cnt_tmp[7]	cnt_tmp[7]	0.58	2
5_1_grt	cnt_tmp[7]	cnt_tmp[7]	0.59	2
6_report	cnt_tmp[7]	cnt_tmp[7]	0.57	2
-- cell families after synthesis --
family                   synth area share [%]
AND-OR/OR-AND                            25.3
XOR/XNOR                                 4.78
adder cells (fa/ha/maj)                  1.71
buffers and inverters                    5.46
flip-flops                               30.7
multiplexers                             1.54
AND/OR/NAND/NOR                          30.5
-- cell usage after synthesis (2+ instances only) --
library cell,instances,area (sq um)
nand2_1,15,56.3
dfrtp_1,9,225
nor2_1,8,30.0
o21ai_0,6,30.0
nand3_1,5,25.0
a21oi_1,4,20.0
and3_1,4,25.0
clkbuf_1,3,11.3
inv_1,3,11.3
o211ai_1,3,22.5
or3_1,3,18.8
xnor2_1,3,26.3
a211oi_1,2,15.0
a311oi_1,2,17.5
buf_2,2,10.0
o22ai_1,2,12.5
o311ai_1,2,17.5
-- stage by stage --
stage                     worst slack, ns  util, %  hold WS (ns)
after floorplan                      1.28        -         0.521
after global placement              0.302     20.9         0.552
after detailed placement            0.283     20.9         0.571
after CTS                           0.262     21.9         0.580
after global routing                0.119     21.9         0.595
final                               0.279     21.9         0.574
-- area by class of cell --
cell class              count  area, sq um  area share, %
multi-input cells          76          468           48.4
flip-flops and latches      9          225           23.3
repair buffers             16          148           15.3
well taps                  52         65.1           6.74
clock buffers               4         45.0           4.66
inverters                   4         15.0           1.55
Power figures rest on the tool's default switching activity, not on a simulated workload.
